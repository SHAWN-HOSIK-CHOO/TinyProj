File: flow/design.v
module VMM #( parameter l = 5, parameter n = 5, parameter m = 5)
( 
    input wire vmm_clk,
    input wire rst_,
    input wire done_i,
    input wire next_i,
    output wire [2:0] state_o,
    output reg [9:0] vmm_out,
    output reg [l-1:0] i, 
    output reg [n-1:0] j
);
    always @(posedge vmm_clk or negedge rst_) begin
        if (!rst_) begin
            vmm_out <= 10'b0000000000;
        end
        else if (next_i) begin
            vmm_out <= C[i][j];
        end
        else begin
            vmm_out <= vmm_out;
        end
    end
    (*ram_init_file="ram32x4_a.mif"*)reg [4:0] A[l-1:0][m-1:0];
    (*ram_init_file="ram32x4_b.mif"*)reg [4:0] B[m-1:0][n-1:0];
    reg [9:0] C[l-1:0][n-1:0];  
    wire c_w_en;                 
    always @(posedge vmm_clk) begin
        if (c_w_en) begin
            C[i][j] <= res;
        end
        else begin
            C[i][j] <= C[i][j];
        end
    end
    reg [9:0] res;    
    wire cl_res;
    wire ld_res;                 
    always @(posedge vmm_clk or negedge rst_) begin
        if(!rst_) begin
            res <= 10'b0000000000;
        end
        else if (cl_res) begin
            res <= 10'b0000000000;
        end
        else if (ld_res) begin
            res <= res + A[i][k] * B[k][j];
        end
        else begin
            res <= res;
        end
    end
    wire cl_i; 
    wire inc_i;   
    wire sel_3;   
    wire ilt_l_or_3;  
    assign ilt_l_or_3 = (sel_3 == 1) ? ((i < 3) ? 1 : 0) : ((i < l) ? 1 : 0);
    always @(posedge vmm_clk or negedge rst_) begin
        if(!rst_) begin
            i <= 5'b0000;
        end
        else if(cl_i) begin
            i <= 5'b00000;
        end
        else if(inc_i) begin
            i <= i + 1;
        end
        else begin
            i <= i;
        end
    end
    wire cl_j;           
    wire inc_j;             
    wire jltn;              
    assign jltn = (j < n) ? 1 : 0;
    always @(posedge vmm_clk or negedge rst_) begin
        if(!rst_) begin
            j <= 5'b0000;
        end
        else if(cl_j) begin
            j <= 5'b00000;
        end
        else if (inc_j) begin
            j <= j + 1;
        end
        else begin
            j <= j;
        end
    end
    reg [m-1:0] k;            
    wire cl_k;           
    wire inc_k;             
    wire kltm;             
    assign kltm = (k < m) ? 1 : 0;
    always @(posedge vmm_clk or negedge rst_) begin
        if (!rst_) begin
            k <= 5'b00000;
        end
        else if(cl_k) begin
            k <= 5'b00000;
        end
        else if (inc_k) begin
            k <= k + 1;
        end
        else begin
            k <= k;
        end
    end
    VMM_CTL vmm_control(.clk(vmm_clk), .rst_(rst_), .ilt_l_or_3_ctl(ilt_l_or_3),
                        .jltn_ctl(jltn), .kltm_ctl(kltm), .c_w_en_ctl(c_w_en),
                        .cl_res_ctl(cl_res), .ld_res_ctl(ld_res), .cl_i_ctl(cl_i), .inc_i_ctl(inc_i),
                        .sel_3_ctl(sel_3), .cl_j_ctl(cl_j), .inc_j_ctl(inc_j),
                        .cl_k_ctl(cl_k), .inc_k_ctl(inc_k), .done_i_ctl(done_i), .state(state_o));
endmodule
module VMM_CTL
(  
    input wire clk,
    input wire rst_,
    input wire ilt_l_or_3_ctl,
    input wire jltn_ctl,
    input wire kltm_ctl,
    input wire done_i_ctl,
    output reg [2:0] state,
    output reg c_w_en_ctl, cl_res_ctl, ld_res_ctl, cl_i_ctl,
                inc_i_ctl, sel_3_ctl, cl_j_ctl, inc_j_ctl,
                cl_k_ctl, inc_k_ctl
);
parameter S0 = 3'b000, S1 = 3'b001, S2 = 3'b010, S3 = 3'b011,
            S4 = 3'b100, S5 = 3'b101, S6 = 3'b110, S7 = 3'b111;
reg [2:0] nxtState;
always @(*) 
begin
    c_w_en_ctl = 1'b0; cl_res_ctl = 1'b0; ld_res_ctl = 1'b0; cl_i_ctl = 1'b0;
    inc_i_ctl = 1'b0; sel_3_ctl = 1'b0; cl_j_ctl = 1'b0; inc_j_ctl = 1'b0;
    cl_k_ctl = 1'b0; inc_k_ctl = 1'b0; 
    case(state)
        S0 : 
            begin
            end
        S1 : 
            begin
                cl_i_ctl = 1'b1;
            end
        S2 : 
            begin
                if (ilt_l_or_3_ctl) begin
                    cl_j_ctl = 1'b1;
                end
                else begin
                    cl_i_ctl = 1'b1;
                    cl_j_ctl = 1'b1;  
                end
            end
        S3 :
            begin
                if (jltn_ctl) begin
                    cl_res_ctl = 1'b1;
                    cl_k_ctl = 1'b1;
                end
                else begin
                    inc_i_ctl = 1'b1;
                end
            end
        S4 :
            begin
                if (kltm_ctl) begin
                    inc_k_ctl = 1'b1;
                    ld_res_ctl = 1'b1;
                end
                else begin
                    c_w_en_ctl = 1'b1;
                    inc_j_ctl = 1'b1;
                end
            end
        S5 :
            begin
                sel_3_ctl = 1'b1;
                if (ilt_l_or_3_ctl) begin
                    cl_j_ctl = 1'b1;
                end
                else begin
                end
            end
        S6 :
            begin
                if (jltn_ctl) begin
                end
                else begin
                    inc_i_ctl = 1'b1;
                end
            end
        S7 :
            begin
                if (done_i_ctl) begin
                    inc_j_ctl = 1'b1;
                end
                else begin
                end
            end
        default : ;
    endcase
end
always @(*) 
begin
    nxtState = 3'b000;
    case (state)
        S0 : 
            begin
            end
        S1 :
            begin
                nxtState = S2;
            end
        S2 :
            begin
                if (ilt_l_or_3_ctl) begin
                    nxtState = S3;
                end
                else begin
                    nxtState = S5;
                end
            end
        S3 :
            begin
                if (jltn_ctl) begin
                    nxtState = S4;
                end
                else begin
                    nxtState = S2;
                end
            end
        S4 :
            begin
                if (kltm_ctl) begin
                    nxtState = S4;
                end
                else begin
                    nxtState = S3;
                end
            end
        S5 :
            begin
                if (ilt_l_or_3_ctl) begin
                    nxtState = S6;
                end
                else begin
                    nxtState = S0;
                end
            end
        S6 : 
            begin
                if (jltn_ctl) begin
                    nxtState = S7;
                end
                else begin
                    nxtState = S5;
                end
            end
        S7 :
            begin
                if (done_i_ctl) begin
                    nxtState = S6;
                end
                else begin
                    nxtState = S7;
                end
            end
        default: ;
    endcase
end
always @(posedge clk or negedge rst_) begin
    if (!rst_) begin
        state <= S1;
    end
    else begin
        state <= nxtState;
    end
end
endmodule
module VMM_TOP 
( 
    input wire CLOCK_50,
    input wire [3:0] KEY,
    input wire [1:0] SW,
    output wire [17:0] LEDR,
    output wire [0:6] HEX0, HEX1, HEX4, HEX5, HEX7, HEX2, HEX3, HEX6
);
    wire reset_;
    assign reset_ = KEY[0];
    wire Clk;
    reg [24:0] Clock_Down = 0;
    always @(posedge CLOCK_50) begin
        Clock_Down <= Clock_Down + 1;
    end
    assign Clk = Clock_Down[24];
    assign LEDR[17] = Clk;
    wire[9:0] out;		 
    wire[4:0] i;         
    wire[4:0] j;         
    wire[2:0] State;
    wire Done; 
    wire Next;
	assign Next = ~KEY[1];
	assign LEDR[0] = Done;
    VMM #(.l(5),.n(5),.m(5)) vmm_module (.vmm_clk(Clk),.rst_(reset_), .done_i(Done), .next_i(Next),.state_o(State),.vmm_out(out),.i(i),.j(j));
	wire[3:0] A0_out;
	wire[3:0] A4_out;
	wire[3:0] A8_out;
	wire[3:0] A12_out;
	bin2bcd #(.No_bits(10)) bcd_module(.bin2bcd_clk(Clk),.reset_(reset_),.start_i(Next),.vmm_out(out),.done_o(Done),.A12(A12_out),.A8(A8_out),.A4(A4_out),.A0(A0_out),.K(K));
	wire[3:0] K;
	bin7seg H6(K,HEX6);
    bin7seg H7({1'b0,State},HEX7);
    bin7seg H5(i[3:0],HEX5);
    bin7seg H4(j[3:0],HEX4);
	bin7seg U3 (A12_out, HEX3);
	bin7seg U2 (A8_out,  HEX2);
	bin7seg U1 (A4_out,  HEX1);
	bin7seg U0 (A0_out,  HEX0);
endmodule
module bin7seg (B, display);   
	input [3:0] B;
	output [0:6] display;
	reg [0:6] display;
	always @ (B)
		case (B)
			4'h1: display = 7'b1111001;
			4'h2: display = 7'b0010010;
			4'h3: display = 7'b0000110;
			4'h4: display = 7'b1001100;
			4'h5: display = 7'b0100100;
			4'h6: display = 7'b0100000;
			4'h7: display = 7'b0001111;
			4'h8: display = 7'b0000000;
			4'h9: display = 7'b0000100;
  			4'b1010: display = 7'b0001000;
  			4'b1011: display = 7'b1100000;
  			4'b1100: display = 7'b1110010;
			4'b1101: display = 7'b1000010;
			4'b1110: display = 7'b0110000;
			4'b1111: display = 7'b0111000;
			default: display = 7'b0000001;
		endcase
endmodule
module bin2bcd #(parameter No_bits = 10) 
(
  input wire bin2bcd_clk,
  input wire reset_,
  input wire start_i,
  input wire [No_bits-1:0] vmm_out,
  output wire done_o,
  output reg [3:0] A12, A8, A4, A0,
  output reg [3:0] K
);
  wire L_Bin, L_A, Shl;
  reg[No_bits-1:0]  Bin;
  always @(posedge bin2bcd_clk, negedge reset_)  begin
      if (!reset_)  Bin <= 0;
      else if (L_Bin) Bin <= vmm_out;
      else if (Shl) Bin[No_bits-1:0] <= {Bin[No_bits-2:0], 1'b0};
  end
  wire        sela0, sela4, sela8;
  wire cl_A;
  always@(posedge bin2bcd_clk, negedge reset_)  begin
      if (!reset_)  begin A0 <= 0; A4 <= 0; A8 <= 0; A12 <= 0; end
      else if (Shl) begin A12[3:0] <= { A12[2:0], A8[3] } ;   A8[3:0] <= {A8[2:0], A4[3] } ;
                           A4[3:0] <= { A4[2:0], A0[3] } ;    A0[3:0] <= {A0[2:0], Bin[No_bits-1] } ;  
                     end
      else if (L_A) begin 
                          if (sela8) A8 <= A8 + 3; else A8 <= A8;
                          if (sela4) A4 <= A4 + 3; else A4 <= A4;
                          if (sela0) A0 <= A0 + 3; else A0 <= A0;
                     end
      else if(cl_A) begin
                          A0 <= 0; A4 <= 0; A8 <= 0; A12 <= 0;
                    end
      else begin
                    A0 <= A0; A4 <= A4; A8 <= A8; A12 <= A12;
      end
   end
  always @(posedge bin2bcd_clk) begin
    if(L_Bin) K <= 4'b1010;          
    else if(Shl) K <= K - 1;
    else K <= K;
  end
  wire NORK = ~|K;
  wire [2:0] State;
  wire A8gt, A4gt, A0gt;
  assign A8gt = A8 > 4 ;
  assign A4gt = A4 > 4 ;
  assign A0gt = A0 > 4 ;
  bin2bcd_Ctl C1 (.Rst_(reset_), .Clock(bin2bcd_clk), .Start(start_i), .load_Bin(L_Bin), .sh_left(Shl), .load_A(L_A), 
                  .A8gt4(A8gt),  .A4gt4(A4gt),  .A0gt4(A0gt), .K(NORK),
                  .sela8(sela8), .sela4(sela4), .sela0(sela0), .Done(done_o),.cl_A(cl_A));
endmodule
module bin2bcd_Ctl(
    input wire Rst_,
    input wire Clock,
    input wire Start,
    input wire A8gt4,
    input wire A4gt4,
    input wire A0gt4,
    input wire K,
    output reg sela8, sela4, sela0,
    output reg load_Bin, sh_left, load_A, Done, cl_A
);
reg [2:0] nextState;
reg [2:0] State;
parameter S00 = 3'b011, S0 = 3'b000, S1 = 3'b001, S2 = 3'b010, S3 =3'b111,
            S01 = 3'b100;
always @(*) begin
    load_Bin = 1'b0; sh_left = 1'b0; load_A = 1'b0; Done = 1'b0;
    sela0 = 1'b0; sela4 = 1'b0; sela8 = 1'b0; cl_A = 1'b0;
    case (State)
        S00:
            begin
            end
        S01:
            begin
                load_Bin = 1'b1; 
                cl_A = 1'b1;
            end
        S0:
            begin
                sh_left = 1'b1;
            end
        S1:
            begin
                if(K == 1'b0)
                begin
                    sela0 = A0gt4;
                    sela4 = A4gt4;
                    sela8 = A8gt4;
                    load_A = 1'b1;
                end
                else begin
                end
            end
        S2:
            begin
                Done = 1'b1;
            end
        default: begin
            load_Bin = 1'b0; sh_left = 1'b0; load_A = 1'b0; Done = 1'b0;
            sela0 = 1'b0; sela4 = 1'b0; sela8 = 1'b0;
        end
    endcase
end
always @(*) begin
    nextState = S00;
    case (State)
        S00:
            begin
                if(Start) nextState = S01; else nextState = S00;
            end
        S01:
            begin
                nextState = S0;
            end
        S0:
            begin
                nextState = S1;
            end
        S1:
            begin
                if(K == 1'b1) nextState = S2;
                else nextState = S0;
            end
        S2:
            begin
                nextState = S00; 
            end
        default: nextState = S00;
    endcase
end
always @(posedge Clock or negedge Rst_) begin
    if(!Rst_) State <= S00;
    else State <= nextState;
end
endmodule
File: flow/run.sh
#!/bin/bash
# OpenROAD 26Q1-2900-gdf79404cd8, Yosys 0.63+post, stock flow scripts
make -C /OpenROAD-flow-scripts/flow DESIGN_CONFIG=/design/flow/config.mk WORK_HOME=/design/flow/orfs finish
File: flow/config.mk
export PLATFORM = sky130hd
export DESIGN_NAME = VMM_TOP
export DESIGN_NICKNAME = VMM_TOP
export VERILOG_FILES = /design/flow/design.v
export SDC_FILE = /design/flow/constraint.sdc
export NUM_CORES = 4
export LEC_CHECK = 1
export CORE_UTILIZATION = 40
File: flow/constraint.sdc
current_design VMM_TOP

set clk_period 7.7
set clk_io_pct 0.2

create_clock -name clk0 -period $clk_period [get_ports {CLOCK_50}]

set non_clock_inputs [all_inputs -no_clocks]
set_input_delay [expr $clk_period * $clk_io_pct] -clock clk0 $non_clock_inputs
set_output_delay [expr $clk_period * $clk_io_pct] -clock clk0 [all_outputs]
==> deck_impl_summary.md <==
Flow Results at a Glance

Power and ir drop
  • Reported leakage power: 0.00536 uW
  • Worst-case vdd ir drop: 82.5 uV
  • Pwr dens: 14.6 nW/um2

Global routing
  • Maximum number of pins on one net before global-route repair: 103
  • Total track usage: 16.4%
  • Global-route wire length before repair: 49.8 mm
  • Total congestion overflow: 0
  • Number of global-route vias before repair: approximately 9000
  • Initial antenna violation count: 0

Placement
  • Dpl hpwl: 20.6 mm
  • Area after DPL: 17200 um2
  • Count of buffers inserted at the top-level ports: roughly 60
  • Global placer's final weighted congestion: 0.818

Timing
  • Endpoints left unconstrained: 627
  • Fin Setup TNS: 0 ps
  • Final period demand of the worst path: 3030 ps
  • Transition at the pin with the smallest max-transition slack: 874 ps
  • Max Fclk: 330 MHz
  • Final clock period utilization by the worst path: 39.3%
  • Hold violation count in the final report: 0
  • RSZ-0062 raised after global routing: no
  • Max-slew headroom at the worst pin: 40.9%
  • Setup Skew: 5.59 ps
  • Count of unclocked register or latch pins: roughly 320
  • Pins Over Slew Limit: 0
  • Final-report setup violation count: 0

Synth
  • Post-synthesis instance area: 16000 um2
  • Cells after Synth: roughly 1200
  • Async set or reset register ratio after synthesis: 17.1%
  • Distinct cell type count after synthesis: 63
  • Synthesis area per yosys: 16000 um2
  • Part of the Yosys area used for sequential elements: 60.5%
  • Tally of yosys warning messages: 22
  • Ys flop type: sky130_fd_sc_hd__edfxtp_1
  • Mean Syn Cell Area: 13.1 um2
  • Number of enable flip-flop cells: roughly 250
  • Cell total in the yosys stat output: approximately 1200
  • FF+latch count, synth: 345

Worst hold path
  • Hold Path Class: reg -> reg
  • Cell depth of the worst hold path: 1
  • Hold path endpoint: Clock_Down[0]$_DFF_P_
  • Hold path startpoint: Clock_Down[0]$_DFF_P_

Floorplan
  • Height of the die: 202 um
  • Fp util: between 40% and 50%
  • Die Footprint: 40900 um2
  • Area of the core: 39100 um2
  • Rows: 72
  • Ports placed on the boundary: 81
  • Horizontal extent of the die: just over 200 um

Clock tree
  • Hold-fix buffer count after cts: 0
  • Number of cells upsized or downsized after cts: 0
  • Post-CTS setup buffer count: 0
  • CTS tree: built
  • Max Root-Sink Buffers: 2
  • Clock root buffer: sky130_fd_sc_hd__clkbuf_16
  • Clock transition at path regs: 60 ps
  • Level count of the clock H-tree: 1
  • Number of CTS-inserted buffers: 3
  • Clock network latency to the later pin of the worst-skew pair: 260 ps

Setup path
  • Buffering stage count on the worst path with inverters included: 1
  • Register-to-register setup slack: 5790 ps
  • Launching point of the worst reg2reg path: Clock_Down[0]$_DFF_P_
  • Ordered list of cells on the worst path: clkdlybuf4s50_1
  • Worst Path Max Fanout: 51
  • Highest-delay cell along the critical path: sky130_fd_sc_hd__dfxtp_4
  • Number of cells traversed by the worst register-to-register path: 7
  • Kind of launch point of the worst setup path: register
  • Type of element capturing the critical path: output port
  • Classification of the worst setup path: reg -> out
  • Worst reg2reg path endpoint: Clock_Down[24]$_DFF_P_
  • Arrival time of the worst setup path: 1490 ps
  • Cell family with the largest share of critical-path delay: flip-flops
  • Max stage delay on crit path: 630 ps
  • Required time of the worst setup path: 6160 ps

Finish
  • Commonest cells after routing, fill and taps aside: sky130_fd_sc_hd__edfxtp_1 (250), sky130_fd_sc_hd__mux2i_1 (99), sky130_fd_sc_hd__nor2_1 (98)
  • Share of layout cells above drive strength 1: 12.1%
  • Area used by multi-input combinational logic: 5740 um2
  • Area added between synthesis and finish: 7.85%
  • Seq. cell area: 9710 um2
  • Layout filler cell count: approximately 3500
  • Most common library cell in the layout ignoring fill and taps: sky130_fd_sc_hd__edfxtp_1
  • Final design area excluding fillers: 17300 um2

Job
  • Stage-log warning count: approximately 55
  • Number of maximum-capacitance constraint violations: 0

Drt
  • Length of the first detailed-routing pass in iterations: 4
  • Vias post-DR: 9318
  • Detail Route Antenna Nets: 0
  • Initial DRC count: 446
  • Number of antenna cells inserted: 0
  • Post-Route WL: 31.3 mm
  • Post-route DRC: 0
  • WL per Instance: 17.6 um
  • Mean number of vias per cell: 5.23

Run status
  • Status: complete, no violations
[registers in the layout (all words and copies together), names as in the netlist]
name,cells
bcd_module.A0,4
bcd_module.A4,4
vmm_module.C,250
vmm_module.i,5
Clock_Down,25
vmm_module.vmm_out,10
bcd_module.K,4
vmm_module.k,5
bcd_module.A8,4
bcd_module.Bin,10
vmm_module.j,5
bcd_module.A12,4
bcd_module.C1.State,5
HEX6,7
vmm_module.vmm_control.state,3
[synth_stat cells, types with 36 or more instances]
cell type	instances	area (um2)
sky130_fd_sc_hd__edfxtp_1	250	7510
sky130_fd_sc_hd__mux2i_1	99	991
sky130_fd_sc_hd__nor2_1	99	372
sky130_fd_sc_hd__nand2_1	82	308
sky130_fd_sc_hd__mux2_2	70	788
sky130_fd_sc_hd__dfrtp_1	57	1430
sky130_fd_sc_hd__clkbuf_1	50	188
sky130_fd_sc_hd__ha_1	42	526
sky130_fd_sc_hd__inv_1	39	146
sky130_fd_sc_hd__o21ai_0	38	190
sky130_fd_sc_hd__a21oi_1	37	185
sky130_fd_sc_hd__dfxtp_1	36	721
[final cells by class]
type,count,share of cell area (%)
clock buffer,3,0.434
clock inverter,1,0.0434
inverter,40,0.868
multi-input combinational,765,33.2
sequential,345,56.2
tap,518,3.75
timing repair buffer,109,5.57
[through the flow]
step	hold WS, ps	setup WS [ps]	std cells	util (%)	power, uW
2_1_floorplan	391	1610	1243	-	140
3_3_place_gp	408	4940	1777	44.0	141
3_5_place_dp	420	4940	1777	44.0	141
4_1_cts	435	4650	1781	44.2	255
5_1_grt	472	4590	1781	44.2	262
6_report	440	4670	1781	44.2	252
[routing by layer]
metal	global-route usage [%]	part of all wire [%]	up-vias
li1	-	-	4571
met1	25.2	45	4542
met2	25.3	47	201
met3	5.88	7.8	4
met4	0.430	0.23	0
met5	0	0	-
[power breakdown]
part | switching [uW] | total [uW] | internal [uW]
clock network | 44.0 | 114 | 70.4
registers | 0 | 129 | 129
logic | 7.75 | 8.71 | 0.958
total | 51.7 | 252 | 200
[cell families (layout without fill, tap and decap cells)]
logic type	Yosys count	count (layout)	share of synthesized area, %
xor gates and xnor gates	51	51	2.90
other	1	16	0.0234
and+or+nand+nor	273	273	7.85
muxes	183	183	13.1
adders and majority gates	43	43	3.40
DFF	345	345	60.5
buffers and inverters	133	153	4.12
AOI/OAI and AO/OA	199	199	8.09
[how the worst max path moves through the flow]
stage | startpoint | to | slack, ps | cells after the start
4_1_cts | Clock_Down[24]$_DFF_P_ | LEDR[17] | 4650 | 1
6_report | Clock_Down[24]$_DFF_P_ | LEDR[17] | 4670 | 1
5_1_grt | Clock_Down[24]$_DFF_P_ | LEDR[17] | 4590 | 1
Power is estimated from default activity; no workload was simulated.
